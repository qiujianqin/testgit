### design/flow/design.v
module Key_Module
(
	CLK_50M,RST_N,KEY,
	LED,
	KEY_MODE_OUT
);  
input					CLK_50M;				 
input					RST_N;				 
input		[ 7:0]	KEY;					 
output	[ 7:0]	LED;					 
output 	[ 1:0]   KEY_MODE_OUT;
reg		[19:0]	time_cnt;			 
reg		[19:0]	time_cnt_n;			 
reg		[ 7:0]	key_reg;				 
reg		[ 7:0]	key_reg_n;			 
wire		[ 7:0]	key_out;				 
reg		[ 7:0]	LED;					 
reg		[ 7:0]	LED_N;				 
wire 		[ 1:0]   KEY_MODE_OUT;
reg 		[ 1:0]   KEY_MODE_OUT_n;
parameter SET_TIME_20MS = 27'd1_000_000;	
always @ (posedge CLK_50M, negedge RST_N)
begin
	if(!RST_N)								 
		time_cnt <= 20'h0;				 
	else
		time_cnt <= time_cnt_n;			 
end
always @ (*)
begin
	if(time_cnt == SET_TIME_20MS)		 
		time_cnt_n = 20'h0;				 
	else
		time_cnt_n <= time_cnt + 1'b1; 
end
always @ (posedge CLK_50M, negedge RST_N)
begin
	if(!RST_N)								 
		key_reg <= 8'h0;					 
	else
		key_reg <= key_reg_n;			 
end
always @ (*)
begin
	if(time_cnt == SET_TIME_20MS)		 
		key_reg_n <= KEY;					 
	else
		key_reg_n <= key_reg;			 
end
assign key_out = key_reg & (~key_reg_n); 
always @ (posedge CLK_50M, negedge RST_N)
begin
	if(!RST_N)								 
		LED <= 8'h0;						 
	else
		LED <= LED_N;						 
end
always @ (*)
begin
	case(key_out)
		8'h01  : LED_N = 8'b00000001;  
		8'h02  : LED_N = 8'b00000010;  
		8'h04  : LED_N = 8'b00000100;  
		8'h08  : LED_N = 8'b00001000;  
		8'h10  : LED_N = 8'b00010000;  
		8'h20  : LED_N = 8'b00100000;  
		8'h40  : LED_N = 8'b01000000;  
		8'h80  : LED_N = 8'b10000000;  
		default: LED_N = LED;
	endcase
end
always @ (*)
begin
	case(key_out)
		8'h40  : KEY_MODE_OUT_n = 2'b00;  
		8'h80  : KEY_MODE_OUT_n = 2'b01;  
		default: KEY_MODE_OUT_n = KEY_MODE_OUT;
	endcase
end
assign KEY_MODE_OUT = KEY_MODE_OUT_n;
endmodule
### design/flow/run.sh
#!/bin/bash
# OpenROAD 26Q1-2900-gdf79404cd8, Yosys 0.63+post, stock flow scripts
make -C /OpenROAD-flow-scripts/flow DESIGN_CONFIG=/design/flow/config.mk WORK_HOME=/design/flow/orfs finish
### design/flow/config.mk
export PLATFORM = sky130hd
export DESIGN_NAME = Key_Module
export DESIGN_NICKNAME = Key_Module
export VERILOG_FILES = /design/flow/design.v
export SDC_FILE = /design/flow/constraint.sdc
export NUM_CORES = 4
export LEC_CHECK = 1
export CORE_UTILIZATION = 40
### design/flow/constraint.sdc
current_design Key_Module

set clk_period 4.3
set clk_io_pct 0.2

create_clock -name clk0 -period $clk_period [get_ports {CLK_50M}]

set non_clock_inputs [all_inputs -no_clocks]
set_input_delay [expr $clk_period * $clk_io_pct] -clock clk0 $non_clock_inputs
set_output_delay [expr $clk_period * $clk_io_pct] -clock clk0 [all_outputs]
==> impl_metrics.py <==
# Flow results
metrics = {
    "clock_network": {
        "cts_setup_buffers": 0,
        "hold_buffers": 0,
        "cts_made_buffers": 5,
        "insertion_delay_ns": 0.29,
        "root_buffer": "clkbuf_8",
        "clk_pin_slew_ns": 0.07,
        "htreeDepth": 2,
        "cts_resized": 0,
        "cts_tree": "done",
        "clock_path_buffers": 2,
    },
    "logic_synthesis": {
        "ys_sh_aoi": 0.0750,
        "synthCells": 178,
        "flop_cell": "dfrtp_1",
        "top_area_cell": "dfrtp_1",
        "logic_family": "simple AND/OR/NAND/NOR gates",
        "synth_dominant_cell_count": "dfrtp_1",
        "fa_ha_area_frac": 0.0132,
        "ys_cells": 178,
        "netlist_area_sq_um": 1900,
        "common_cells": "dfrtp_1 (36), nand2_1 (14), nor2_1 (13)",
        "ys_types": 41,
        "synthArstFlopShare": 0.973,
        "xor_area_frac": 0.0875,
        "ys_chip_area_sq_um": 1900,
        "avgSynthCellArea_sq_um": 10.7,
        "simple_gate_share": 0.255,
        "topCellsByArea": "dfrtp_1 (47%), mux2_4 (5.5%), xnor2_1 (5.1%), xor2_1 (3.7%), nand2_1 (2.8%)",
        "top_area_frac": 0.474,
        "ys_ff": 37,
        "yosysWarnings": 1,
        "ys_sh_mux": 0.0553,
        "edf_count": 0,
    },
    "power_and_ir_drop": {
        "vdd.ir_drop.worst_mv": 0.218,
        "leakage_nw": 1.00,
        "power_density_nw_per_um2": 287,
    },
    "global_route": {
        "grt_pass1_vias": 1259,
        "grt.overflow.total": 0,
        "grt_max_degree": 37,
        "antenna_found_initial": 0,
        "grt_usage": 0.147,
        "grt_pass1_wl_mm": 5.73,
    },
    "worst_setup_path": {
        "crit_family": "simple AND/OR/NAND/NOR gates",
        "cp-end-kind": "register",
        "crit_path_max_incr_delay_ns": 0.48,
        "setup.worst_path.class": "input pin to register",
        "worstPathArrival_ns": 2.77,
        "slowest_stage": "clkdlybuf4s50_1",
        "worst-path-buf-inv": 1,
        "required_ns": 4.48,
        "crit_path_cell_trace": "clkdlybuf4s50_1, nand2b_1, nand4_1, nor3_1, a221o_1, nand2_1, a22o_2",
        "path_max_fanout": 7,
        "worstSetupStartpointType": "input pin",
    },
    "final_timing": {
        "max_freq_mhz": 386,
        "slew_violations": 0,
        "slew_headroom": 0.454,
        "rsz0062_at_grt": "false",
        "finalClockSkew_ns": 0.00452,
        "report.final.setup_viol": 0,
        "unclocked_pins": 1,
        "hold_slack_ns": 0.478,
        "finalHoldViolCount": 0,
        "untimed_endpoints": 2,
        "fin_crit_sh": 0.603,
        "period_minus_slack_ns": 2.59,
        "tightestPinTransition_ns": 0.811,
        "tns_ns": 0,
    },
    "routing": {
        "drt_iter0_markers": 94,
        "ant_nets": 0,
        "drt_first_pass_iters": 15,
        "n_antenna_cell": 0,
        "viasPerCell": 5.27,
        "route.detailed.drc": 0,
        "routed_wl_mm": 3.31,
        "via_count": 1328,
        "post_drt_wl_per_cell_microns": 13.1,
    },
    "die": {
        "dieWidth_microns": 71.0,
        "coreArea_sq_um": 4470,
        "die-area_sq_um": 5030,
        "num_io_pins": 20,
        "num_rows": 24,
        "fp.dieH_microns": 71.0,
        "floorplan.core_util": 0.425,
    },
    "final_layout": {
        "layoutNonFillerInstCount": 252,
        "layout.area.comb_sq_um": 928,
        "seqCellArea_sq_um": 916,
        "fillers": 382,
        "area_growth_syn_to_layout_pct": 16.3,
        "drive_gt1_frac": 0.140,
        "largest_reg_flops": 20,
    },
    "placement": {
        "globalplace.congestion": 0.847,
        "dp_hpwl_mm": 2.36,
        "portBuffers": 18,
        "dp_cells": 244,
    },
    "min_path": {
        "hp-class": "register to register",
    },
    "flow_run": {
        "drv_cap": 0,
        "warnings": 26,
    },
    "status": {
        "status": "completed",
    },
}
## worst paths after layout
kind	start	endpoint	slack, ns	cells past startpoint
max	KEY[5]	LED[2]	1.71	7
min	LED[7]	LED[7]	0.48	1
max reg2reg	time_cnt[8]	LED[2]	1.92	5
min reg2reg	LED[7]	LED[7]	0.48	1
max in group asynchronous	RST_N	time_cnt[10]	2.99	2
min in group asynchronous	RST_N	LED[3]	0.99	2
## worst reg2reg max path, cell delays in order, from the launching register on
cell,delay (ns)
dfrtp_1,0.44
nor4bb_1,0.32
nand2_1,0.15
nor4_1,0.74
nand2_1,0.30
a22o_2,0.34
## routing by layer
layer / up-vias / wire, microns / GRT usage
li1: 660 / - / -
met1: 636 / 1580 / 0.224
met2: 25 / 1570 / 0.233
met3: 7 / 117 / 0.0289
met4: 0 / 46 / 0.0200
met5: - / 0 / 0
## cell usage in the layout (no fill, tap or decap), types with 2 or more instances in the layout
cell / synthesis / routed
clkbuf_8: 0 / 6
or2_2: 2 / 2
ha_1: 2 / 2
nor4_1: 4 / 4
nor3_4: 3 / 3
xor2_1: 8 / 8
nor2b_1: 7 / 7
or4_1: 2 / 2
dfrtp_1: 36 / 36
clkinv_2: 0 / 2
o21ai_0: 4 / 4
nand3_1: 10 / 10
mux2_4: 7 / 7
inv_1: 4 / 4
nand2_1: 14 / 14
and3_1: 4 / 4
nand4b_1: 2 / 2
clkdlybuf4s50_1: 0 / 18
nor3_1: 3 / 3
a21o_1: 3 / 3
nand2b_1: 8 / 8
nor2_1: 13 / 13
buf_4: 1 / 2
a22o_2: 4 / 4
xnor2_1: 11 / 11
nand4_1: 6 / 6
## per-stage QoR
stage | power [mW] | setup slack [ns] | util | instance area, sq um
floorplan | 0.378 | 2.03 | - | 1900
global placement | 0.397 | 1.50 | 0.474 | 2120
detailed placement | 0.398 | 1.42 | 0.474 | 2120
CTS | 0.646 | 1.72 | 0.494 | 2210
global route | 0.663 | 1.50 | 0.494 | 2210
finish | 0.636 | 1.71 | 0.494 | 2210
## cell type report
cell class,instances,area share
multi-input combinational,131,0.420
sequential,37,0.414
timing repair buffer,20,0.0882
clock buffer,6,0.0373
tap,52,0.0294
inverter,4,0.00679
clock inverter,2,0.00452
## kinds of logic (layout without fill, tap and decap cells)
| family | Yosys count | in the layout |
|---|---|---|
| other | 1 | 1 |
| AND-OR/OR-AND | 19 | 19 |
| AND/OR/NAND/NOR | 83 | 83 |
| latches | 1 | 1 |
| XOR/XNOR | 19 | 19 |
| flip-flops | 36 | 36 |
| buffers and inverters | 10 | 32 |
| adder cells (fa/ha/maj) | 2 | 2 |
| multiplexers | 7 | 7 |
## report_power, final
part | switching (mW) | internal [mW]
Combinational | 0.0252 | 0.0217
Sequential | 0.00205 | 0.342
Clock | 0.117 | 0.128
Power and IR drop assume default switching activity.
